==> flow/design.v <==
module  T35SBCctrADR_1_top (
    pll0_LOCKED,         
    pll0_2MHz,           
    s100_n_RESET,        
    F_in_sdsb,           
    F_in_cdsb,           
    S100adr0_15,         
    S100adr16_19,        
    sbcLEDS,             
    s100_DO,             
    s100_pDBIN,          
    s100_pSYNC,          
    s100_pSTVAL,         
    s100_n_pWR,          
    s100_sMWRT,          
    seg7,                
    seg7_dp,             
    boardActive,         
    F_add_oe,            
    F_bus_stat_oe,       
    F_bus_ctl_oe,        
    F_out_DO_oe,         
    F_out_DI_oe,         
    s100_CDSB,           
    s100_SDSB,           
    s100_sINTA,
    s100_sOUT,
    s100_sINP,
    s100_PHANTOM);
    input   pll0_LOCKED;         
    input   pll0_2MHz;           
    input   s100_n_RESET;        
    input   F_in_sdsb;
    input   F_in_cdsb;
    output  [15:0] S100adr0_15;  
    output  [3:0] S100adr16_19;  
    output  [7:0] sbcLEDS;       
    output  [7:0] s100_DO;       
    output  s100_pDBIN;              
    output  s100_pSYNC;              
    output  s100_pSTVAL;             
    output  s100_n_pWR;              
    output  s100_sMWRT;              
    output  [6:0] seg7;              
    output  seg7_dp;                 
    output  boardActive;             
    output  F_add_oe;                
    output  F_bus_stat_oe;           
    output  F_bus_ctl_oe;            
    output  F_out_DO_oe;             
    output  F_out_DI_oe;             
    output  s100_CDSB;               
    output  s100_SDSB;               
    output  s100_sINTA;              
    output  s100_sOUT;               
    output  s100_sINP;               
    output  s100_PHANTOM;            
wire       n_reset;
reg [26:0]  counter;             
assign seg7 = 7'b1111001;            
assign seg7_dp = counter[20];        
assign s100_CDSB = 1'b1;                 
assign s100_SDSB = 1'b1;                 
assign F_add_oe = !F_in_sdsb;            
assign F_bus_stat_oe = !F_in_sdsb;       
assign F_bus_ctl_oe = !F_in_cdsb;        
assign F_out_DO_oe = !F_in_sdsb;         
assign F_out_DI_oe = !F_in_sdsb;         
assign S100adr0_15 = counter[26:11];     
assign S100adr16_19 = counter[21:18];    
assign s100_DO = counter[26:19];         
assign sbcLEDS = ~(counter[26:19]);      
assign n_reset = s100_n_RESET;           
assign boardActive = !pll0_LOCKED;       
assign s100_pDBIN = pll0_2MHz;           
assign s100_pSYNC = pll0_2MHz;           
assign s100_pSTVAL = !pll0_2MHz;         
assign s100_n_pWR = 1'b1;                
assign s100_sMWRT = 1'b0;                
assign s100_sINTA = 1'b0;                
assign s100_sOUT = counter[20];          
assign s100_sINP = !counter[20];         
assign s100_PHANTOM = 1'b0;              
always @(posedge pll0_2MHz)          
    begin
        if(!s100_n_RESET) begin          
            counter <= 27'b0;            
        end                              
        else
            counter <= counter + 1;      
    end
endmodule
==> flow/run.sh <==
#!/bin/bash
# OpenROAD 26Q1-2900-gdf79404cd8, Yosys 0.63+post, stock flow scripts
make -C /OpenROAD-flow-scripts/flow DESIGN_CONFIG=/design/flow/config.mk WORK_HOME=/design/flow/orfs finish
==> flow/config.mk <==
export PLATFORM = sky130hd
export DESIGN_NAME = T35SBCctrADR_1_top
export DESIGN_NICKNAME = T35SBCctrADR_1_top
export VERILOG_FILES = /design/flow/design.v
export SDC_FILE = /design/flow/constraint.sdc
export NUM_CORES = 4
export LEC_CHECK = 1
export CORE_AREA = 10 10 111 111
export DIE_AREA = 0 0 121 121
==> flow/constraint.sdc <==
current_design T35SBCctrADR_1_top

set clk_period 3.8
set clk_io_pct 0.2

create_clock -name clk0 -period $clk_period [get_ports {pll0_2MHz}]

set non_clock_inputs [all_inputs -no_clocks]
set_input_delay [expr $clk_period * $clk_io_pct] -clock clk0 $non_clock_inputs
set_output_delay [expr $clk_period * $clk_io_pct] -clock clk0 [all_outputs]
==> qor.log <==
qor: cells_and_area.largest_register_ffs 27
qor: routing.first_iter_violations 103
qor: setup_path.setup.worst_path.start pll0_2MHz
qor: global_route.grt_util_met3 2.27%
qor: sta.tightest_slew 0.738 ns
qor: clock_network.clk-insertion-delay-late 0.38 ns
qor: sta.rsz0062_at_grt false
qor: clock_network.cts_post_setup_buffers_inserted 0
qor: yosys.top_area_share 32.7%
qor: routing.route.detailed.drc 0
qor: yosys.ys_top_cells_by_area sky130_fd_sc_hd__dfxtp_1, sky130_fd_sc_hd__buf_4, sky130_fd_sc_hd__a21oi_1, sky130_fd_sc_hd__inv_1, sky130_fd_sc_hd__o31ai_1
qor: placement.port_buffers 52
qor: cells_and_area.stdcell_count 356
qor: yosys.synth.ff_latch_count 27
qor: power.cellLeakagePower 0.686 nW
qor: sta.fin_skew 0.0117 ns
qor: setup_path.critical_path.endpoint s100_pSTVAL
qor: clock_network.ctsHoldBuffers 0
qor: routing.ant_nets 0
qor: floorplan.die-width 121 um
qor: global_route.top_usage_layer met2
qor: sta.postLayoutSetupSlackWorst 0.235 ns
qor: setup_path.crit_required 3.04 ns
qor: routing.detail_route.first_pass.iterations 4
qor: global_route.grt_use_total 4.76%
qor: cells_and_area.flow.area_growth_from_synthesis 28.0%
qor: setup_path.worst-path-max-fanout 13
qor: yosys.synth_cells 206
qor: global_route.grt_first_pass_wirelength 5820 um
qor: setup_path.worstRegToRegCells 5
qor: setup_path.rr_startpoint counter[0]$_SDFF_PN0_
qor: global_route.gr-usage-met1 5.73%
qor: yosys.netlist_area 1650 um^2
qor: placement.dp.final_hpwl 2940 um
qor: placement.finalWeightedCongestion 0.772
qor: floorplan.rows 36
qor: power.power_per_cell_area 337 nW/um^2
qor: floorplan.boundaryPins 66
qor: cells_and_area.final_layout_size_suffix_gt1_share 4.93%
qor: yosys.yosys-stat-area 1650 um^2
qor: routing.diodes 0
qor: yosys.common_cells sky130_fd_sc_hd__buf_4, sky130_fd_sc_hd__dfxtp_1, sky130_fd_sc_hd__inv_1
qor: yosys.synth-async-reset-ratio 0%
qor: outcome.run_status finished clean
qor: cells_and_area.final_cell_area 2110 um^2
qor: yosys.unique_cell_types 31
qor: global_route.antenna_found_initial 0
qor: floorplan.chip_footprint 14,600 um^2
qor: flow_run.stage_log_warnings 27
qor: routing.post_drt_wl_per_cell 10.6 um
qor: power.ir_worst_vdd 0.390 mV
qor: flow_run.cap_viol_max_count 0
qor: setup_path.worst-r2r-setup-slack 1.61 ns
qor: routing.num_vias 1,293
qor: placement.pre_cts_setup_slack 0.677 ns
qor: yosys.yosys_warnings 1
qor: setup_path.worstSetupPathType clock port to primary output
qor: sta.setup_total_negative_slack 0 ns
qor: floorplan.core_util_floorplan 16.7%
qor: yosys.syn_avg_cell_area 8.02 um^2
qor: sta.finalMaxSlewViolations 0
qor: yosys.enable_flop_cells 0
qor: sta.final-setup-viol-count 0
qor: clock_network.cts_tree done
qor: global_route.total_overflow_reported_by_the_global_router 0
qor: global_route.grtUsageMet2 7.62%
qor: setup_path.crit-reg2reg-capture counter[26]$_SDFF_PN0_
qor: yosys.synthMostInstantiatedCell sky130_fd_sc_hd__buf_4
qor: placement.placement.cell_area 1990 um^2
qor: yosys.postSynth.topFlopCell sky130_fd_sc_hd__dfxtp_1
qor: floorplan.core_area 9860 um^2
qor: routing.wl 3780 um
qor: sta.final_hold_viol_count 0
qor: routing.viasPerCell 3.63
qor: setup_path.crit_path_end_kind primary output
qor: setup_path.data_arrival_time_of_the_critical_path 2.80 ns
qor: worst_hold_path.type_of_the_most_critical_hold_path flip-flop to flip-flop
qor: yosys.top_cell_type_by_total_area_after_synthesis sky130_fd_sc_hd__dfxtp_1
qor: setup_path.start_kind clock port
qor: global_route.grt_start_max_net_pins 25
qor: cells_and_area.largest-register counter
qor: floorplan.die_height 121 um
qor: sta.slew-limit-headroom 50.7%
qor: cells_and_area.reg.largest.list counter: 27 flops
qor: global_route.grt_pass1_vias 1,168
qor: clock_network.post_cts_resized 0
qor: clock_network.clk_pin_slew_worst_paths 0.09 ns
qor: yosys.synth_sequential_area_ratio 32.7%
qor: yosys.synth-cells-yosys 206
qor: placement.dpl.cell_count 348
qor: sta.whs 0.472 ns
-- how the worst min path moves through the flow --
| stage | to | slack [ns] | startpoint | depth (start not counted) |
|---|---|---|---|---|
| after CTS | counter[0]$_SDFF_PN0_ | 0.48 | counter[0]$_SDFF_PN0_ | 1 |
| after global routing | counter[0]$_SDFF_PN0_ | 0.50 | counter[0]$_SDFF_PN0_ | 1 |
| final | counter[0]$_SDFF_PN0_ | 0.47 | counter[0]$_SDFF_PN0_ | 1 |
-- report_power, final --
group | internal (mW) | switching (mW) | total [mW]
Sequential | 0.285 | 0.00271 | 0.288
Combinational | 0.0117 | 0.00971 | 0.0214
Clock | 0.284 | 0.120 | 0.403
Total | 0.581 | 0.132 | 0.713
-- final cells by class --
cell class	count	area [um^2]
Clock inverter	2	33.8
Tap cell	133	166
Sequential cell	27	541
Multi-Input combinational cell	119	697
Clock buffer	10	126
Fill cell	1051	7750
Inverter	16	60.1
Timing Repair Buffer	49	490
-- placed cells by master (no fill, tap or decap), types with 6 or more instances in the layout --
cell	netlist	layout
sky130_fd_sc_hd__dfxtp_1	27	27
sky130_fd_sc_hd__nand3_1	9	9
sky130_fd_sc_hd__nand2_1	13	13
sky130_fd_sc_hd__o21ai_0	6	6
sky130_fd_sc_hd__conb_1	2	13
sky130_fd_sc_hd__inv_1	17	17
sky130_fd_sc_hd__o31ai_1	8	8
sky130_fd_sc_hd__clkbuf_8	0	7
sky130_fd_sc_hd__or4_1	8	8
sky130_fd_sc_hd__clkdlybuf4s50_1	0	52
sky130_fd_sc_hd__or3_1	9	9
sky130_fd_sc_hd__xnor2_1	6	6
sky130_fd_sc_hd__a21oi_1	14	14
sky130_fd_sc_hd__nor2_1	11	11
-- routing by layer --
| metal | vias up | routed length, um |
|---|---|---|
| met5 | - | 0 |
| met4 | 0 | 22 |
| met3 | 2 | 434 |
| met2 | 49 | 1680 |
| met1 | 573 | 1640 |
| li1 | 669 | - |
-- cell families after synthesis --
kind of cell | share of synthesized area [%]
AND-OR/OR-AND | 10.8
XOR/XNOR | 4.77
adder cells (fa/ha/maj) | 0.757
buffers and inverters | 27.6
flip-flops | 32.7
multiplexers | 0.606
other | 0.455
AND/OR/NAND/NOR | 22.3
-- critical path, cell delays in order --
cell and delay (ns):
sky130_fd_sc_hd__clkbuf_8 0.11, sky130_fd_sc_hd__clkbuf_8 0.13, sky130_fd_sc_hd__clkbuf_8 0.16, sky130_fd_sc_hd__inv_1 0.05, sky130_fd_sc_hd__clkdlybuf4s50_1 0.46
-- per-stage QoR --
step	util, %	power, mW
floorplan	-	0.341
global placement	20.2	0.372
detailed placement	20.2	0.372
CTS	21.4	0.734
global route	21.4	0.757
finish	21.4	0.713
Power is estimated from default activity; no workload was simulated.
